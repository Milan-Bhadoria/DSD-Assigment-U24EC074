<file path="./constraint.sdc">
current_design csa_32

set clk_period 16.0
set clk_io_pct 0.2

create_clock -name clk0 -period $clk_period

set non_clock_inputs [all_inputs -no_clocks]
set_input_delay [expr $clk_period * $clk_io_pct] -clock clk0 $non_clock_inputs
set_output_delay [expr $clk_period * $clk_io_pct] -clock clk0 [all_outputs]
</file>
<file path="./config.mk">
export PLATFORM = sky130hd
export DESIGN_NAME = csa_32
export DESIGN_NICKNAME = csa_32
export VERILOG_FILES = /design/flow/design.v
export SDC_FILE = /design/flow/constraint.sdc
export NUM_CORES = 4
export LEC_CHECK = 1
export CORE_AREA = 10 10 106 106
export DIE_AREA = 0 0 116 116
</file>
<file path="./run.sh">
#!/bin/bash
# OpenROAD 26Q1-2900-gdf79404cd8, Yosys 0.63+post, stock flow scripts
make -C /OpenROAD-flow-scripts/flow DESIGN_CONFIG=/design/flow/config.mk WORK_HOME=/design/flow/orfs finish
</file>
<file path="./design.v">
module csa_32(
    input [31:0] a, b,
    input cin,
    output [31:0] sum,
    output cout
);
    wire [7:0] sum_low;
    wire [7:0] sum_mid0, sum_mid1;
    wire [7:0] sum_high0, sum_high1;
    wire [7:0] sum_top0, sum_top1;
    wire cout_mid0, cout_mid1;
    wire cout_high0, cout_high1;
    wire cout_top0, cout_top1;
    wire c8, c16, c24;
    assign {c8, sum[7:0]} = a[7:0] + b[7:0] + cin;
    assign {cout_mid0, sum_mid0} = a[15:8] + b[15:8] + 1'b0; 
    assign {cout_mid1, sum_mid1} = a[15:8] + b[15:8] + 1'b1;  
    assign sum[15:8] = c8 ? sum_mid1 : sum_mid0;
    assign c16 = c8 ? cout_mid1 : cout_mid0;
    assign {cout_high0, sum_high0} = a[23:16] + b[23:16] + 1'b0;
    assign {cout_high1, sum_high1} = a[23:16] + b[23:16] + 1'b1;  
    assign sum[23:16] = c16 ? sum_high1 : sum_high0;
    assign c24 = c16 ? cout_high1 : cout_high0;
    assign {cout_top0, sum_top0} = a[31:24] + b[31:24] + 1'b0;  
    assign {cout_top1, sum_top1} = a[31:24] + b[31:24] + 1'b1; 
    assign sum[31:24] = c24 ? sum_top1 : sum_top0;
    assign cout = c24 ? cout_top1 : cout_top0;
endmodule
</file>
==> results.json <==
{
  "result_of_the_run": "finished, final reports clean",
  "area.sequential_um2": 0,
  "worst_hold_slack_ns": 7.44,
  "worstPathCellList": "clkdlybuf4s50_1, inv_1, fa_1, inv_1, fa_1, nand2_1, a21o_1, a2bb2oi_4, and4_4, a31o_1, nand4_1, xor2_2, nand3_1, xnor2_1, clkdlybuf4s50_1",
  "post-route-util_pct": 31.9,
  "grt_first_pass_wirelength_mm": 8.87,
  "dr_total_vias": 1812,
  "clkbuf_count": 0,
  "core_util_floorplan_pct": 19.3,
  "synth_stat.cells": 211,
  "timing_worst_setup_path_type": "input port to output port",
  "grt_setup_unrepaired": "no",
  "yosys_area_um2": 1710,
  "grt_max_degree": 11,
  "num_rows": 34,
  "maxClockFrequency_mhz": 101,
  "syn_avg_cell_area_um2": 8.11,
  "antenna_violations_before_repair": 0,
  "timing.max_cap.violations": 0,
  "fin_area_um2": 2820,
  "ys_types": 39,
  "period_needed_ns": 9.93,
  "synth_area_um2": 1710,
  "hold_path.class": "input port to output port",
  "timing.final.setup_violations": 0,
  "finalNonFillerCells": 416,
  "timing.critical_path.from": "a[0]",
  "detailedPlacementHpwl_mm": 4.85,
  "yosysSeqAreaShare_pct": 0,
  "drt_wl_total_mm": 5.26,
  "die-area_um2": 13500,
  "max-slew-margin-rel_pct": 68.1,
  "postCtsResizedCells": 0,
  "report.final.hold_viol_count": 0,
  "post-route-period-util_pct": 62.1,
  "chipWidth_um": 116,
  "post-cts-setup-buffer-count": 0,
  "placedCellCount": 416,
  "startpoint_type": "input port",
  "design.core.area_um2": 8850,
  "drt_first_pass_iters": 4,
  "leakagePower_nw": 1.16,
  "endpoint_kind": "output port",
  "post_drt_via_cell_ratio": 4.36,
  "number_of_antenna_cells_inserted": 0,
  "flops": 0,
  "fp.dieH_um": 116,
  "worst_ir_drop_vdd_mv": 0.0179,
  "drc_errors": 0,
  "postSynthCellCount": 211,
  "gp_routability_congestion": 0.858,
  "routedWlPerCell_um": 12.6,
  "log.warning_count": 32,
  "worst_pin_slew_ns": 0.478,
  "drt-initial-drc-count": 57,
  "timing.critical_path.fanout_max": 10,
  "summed_negative_setup_slack_over_all_endpoints_ns": 0,
  "critical_path.max_stage_delay_ns": 0.49,
  "final_antenna_net_count": 0,
  "gr-total-overflow": 0,
  "num_io_pins": 98,
  "finalMaxSlewViolations": 0,
  "worst-endpoint-required_ns": 12.80,
  "final_layout_size_suffix_gt1_share_pct": 4.87,
  "slowest_cell_on_the_critical_path": "sky130_fd_sc_hd__clkdlybuf4s50_1",
  "postPlaceCellArea_um2": 2820,
  "via_count_of_the_first_global_routing_pass": 1813,
  "area_delta_synth_final_pct": 65.0,
  "critPathCapture": "sum[31]",
  "cp_data_arrival_time_ns": 6.73,
  "power_density_nw_per_um2": 46.0,
  "synth.yosys.warnings": 0,
  "holdBufCountCts": 0,
  "io_buffer_count": 98,
  "grtUsageTotal_pct": 7.81
}
==> critical path: cells and delay by family <==
| kind | cells | cell delay, ns |
|---|---|---|
| adder cells (fa/ha/maj) | 2 | 0.61 |
| AND-OR/OR-AND | 3 | 0.59 |
| buffers and inverters | 4 | 1.09 |
| AND/OR/NAND/NOR | 4 | 0.64 |
| XOR/XNOR | 2 | 0.60 |
==> logic make-up (layout without fill, tap and decap cells) <==
group	Yosys count	in the layout	synth area share (%)
xor gates and xnor gates	46	46	24.0
and+or+nand+nor	62	62	18.4
muxes	3	3	1.97
buffers and inverters	10	107	2.27
adders and majority gates	39	39	30.7
AOI/OAI and AO/OA	51	51	22.7
==> per-stage QoR <==
step | worst slack, ns | total power [mW]
2_1_floorplan | 7.26 | 0.0635
3_5_place_dp | 6.02 | 0.132
3_3_place_gp | 6.04 | 0.132
5_1_grt | 5.73 | 0.146
4_1_cts | 6.01 | 0.133
6_report | 6.07 | 0.130
==> cell usage after synthesis, drive strengths merged (2+ instances only) <==
master / n / share of area, %
nand4: 6 / 2.2
o21bai: 3 / 1.3
inv: 9 / 2.0
nor3b: 2 / 1.2
a211oi: 6 / 3.2
a31oi: 2 / 0.73
a21oi: 16 / 4.9
nand2: 12 / 2.6
nor2: 22 / 5.0
xnor2: 24 / 12
nand3: 6 / 1.8
o21a: 3 / 1.3
mux2: 3 / 2.0
fa: 5 / 5.9
nand2b: 2 / 0.73
and3: 6 / 2.2
o21ai: 6 / 1.8
xor2: 22 / 12
ha: 34 / 25
a21o: 8 / 3.5
==> final cells by class <==
class	instances	area, um^2
multi-input cells	201	1670
inverters	9	33.8
well taps	108	135
repair buffers	98	981
fillers	937	6030
==> where the power goes <==
part | switching, mW | leakage [nW] | internal, mW | total (mW)
sequential | 0 | 0 | 0 | 0
clock | 0 | 0 | 0 | 0
combinational | 0.0497 | 1.16 | 0.0802 | 0.130
==> cell usage in the layout (no fill, tap or decap), types with 2 or more instances in the layout <==
cell	instances
sky130_fd_sc_hd__and3_1	6
sky130_fd_sc_hd__nand2b_1	2
sky130_fd_sc_hd__ha_1	34
sky130_fd_sc_hd__nor2_1	21
sky130_fd_sc_hd__nand4_1	6
sky130_fd_sc_hd__a21o_1	8
sky130_fd_sc_hd__fa_1	5
sky130_fd_sc_hd__o21bai_1	3
sky130_fd_sc_hd__a31oi_1	2
sky130_fd_sc_hd__nand3_1	6
sky130_fd_sc_hd__mux2_2	3
sky130_fd_sc_hd__xnor2_1	24
sky130_fd_sc_hd__nand2_1	12
sky130_fd_sc_hd__o21ai_0	6
sky130_fd_sc_hd__inv_1	9
sky130_fd_sc_hd__a21oi_1	15
sky130_fd_sc_hd__clkdlybuf4s50_1	98
sky130_fd_sc_hd__xor2_1	21
sky130_fd_sc_hd__a211oi_1	4
sky130_fd_sc_hd__o21a_1	3
sky130_fd_sc_hd__a211oi_2	2
==> layer usage <==
layer  wire (um)  share of wire (%)  up-vias  global-route usage [%]
li1            -                  -      961                       -
met4           0                  0        0                       0
met1        2200                 42      811                    9.68
met2        2680                 51       40                    14.1
met5           0                  0        -                       0
met3         376                7.2        0                    1.94
==> worst min path at each step <==
stage / from / endpoint / depth (start not counted)
CTS: cin / sum[0] / 5
global route: cin / sum[0] / 5
finish: cin / sum[0] / 5
Power is estimated from default activity; no workload was simulated.
