File: flow/run.sh
#!/bin/bash
# OpenROAD 26Q1-2900-gdf79404cd8, Yosys 0.63+post, stock flow scripts
make -C /OpenROAD-flow-scripts/flow DESIGN_CONFIG=/design/flow/config.mk WORK_HOME=/design/flow/orfs finish
File: flow/config.mk
export PLATFORM = sky130hd
export DESIGN_NAME = Register_file
export DESIGN_NICKNAME = Register_file
export VERILOG_FILES = /design/flow/design.v
export SDC_FILE = /design/flow/constraint.sdc
export NUM_CORES = 4
export LEC_CHECK = 1
export CORE_UTILIZATION = 30
File: flow/constraint.sdc
current_design Register_file

set clk_period 3.0
set clk_io_pct 0.2

create_clock -name clk0 -period $clk_period [get_ports {clk}]

set non_clock_inputs [all_inputs -no_clocks]
set_input_delay [expr $clk_period * $clk_io_pct] -clock clk0 $non_clock_inputs
set_output_delay [expr $clk_period * $clk_io_pct] -clock clk0 [all_outputs]
File: flow/design.v
`timescale 1ns / 1ps
module Register_file(
     input [15:0] data_in,
     input clk,
     input [3:0] write_addr, read_addr1, read_addr2,
     input write_en,
     output [15:0]read_port1, read_port2
);
  reg [15:0] register [15:0];
  always @(posedge clk)begin
    if(write_en)begin
       register[write_addr] <= data_in;
    end
  end
  assign read_port1 = register[read_addr1];
  assign read_port2 = register[read_addr2];
endmodule
==> results.toml <==
# implementation run metrics
[global_routing]
global_route.peak_usage_layer = "met2"
global_route.usage.total_pct = 16.2
globalRoute.totalOverflow = 0
grt_max_degree = 29
grt_pass1_vias = 6921
grt_first_pass_wirelength_mm = 42.8
met1_global_route_usage_pct = 20.0
global_routing_met3_resource_utilization_pct = 12.3
met2_usage_pct = 23.4
antenna_violations_before_repair = 0

[placed_design]
hpwlAfterDp_mm = 17.7
placedInstanceArea_um2 = 13400
gp_congestion = 0.812
port-buffer-count = 61

[die]
floorplan.die.height_um = 200
die_area_um2 = 39900
num_io_pins = 62
fp-utilization_pct = 30.3
core_region_area_um2 = 38600
die_w_um = 200
floorplan.rows = 72

[run]
openroad.warnings = 25
max_cap_viol_count = 0

[synthesis]
synth.yosys.num_cells = 553
yosys.area_share.aoi_pct = 4.10
synth_area_um2 = 11700
mux_share_pct = 25.4
cells_after_synth = 553
area_leaders = "sky130_fd_sc_hd__edfxtp_1 (66%), sky130_fd_sc_hd__mux4_2 (20%), sky130_fd_sc_hd__mux4_1 (5.4%), sky130_fd_sc_hd__a22oi_1 (4.1%), sky130_fd_sc_hd__nand2_1 (1.1%)"
yosys.cell_types.count = 23
yosys.stat.seqShare_pct = 65.5
synth_largest_type_area_fraction_pct = 65.5
yosys.area_share.adder_pct = 0
yosys_warnings = 1
synth.cellmix.xorXnorShare_pct = 0
ys_seq_elements = 256
and_or_nand_nor_area_share_pct = 2.35
synthesis.area_per_instance_um2 = 21.2
ys_top_logic_family = "multiplexers"
yosys-stat-area_um2 = 11700
synth_top_cell_by_area = "sky130_fd_sc_hd__edfxtp_1"

[setup_path]
endpoint_kind = "primary output"
critical_path.cell_chain = "buf_12 > buf_12 > buf_12 > mux4_1 > a22oi_1 > nand2_1 > clkdlybuf4s50_1"
critical_path_class = "input port to primary output"
timing.critical_path.mode_cell = "sky130_fd_sc_hd__buf_12"
maximum_fanout_count_along_the_critical_path = 10
critical_path.slowest_cell = "sky130_fd_sc_hd__mux4_1"
critPathBufInv = 4
cpPeakStageDelay_ps = 560
path_delay_family = "buffers and inverters"
worstSetupStartpointType = "input port"
arrival_ps = 2320
critPathRequiredTime_ps = 2400

[layout]
max_reg_flops = 256
final_layout_size_suffix_gt1_share_pct = 34.9
syn2layout_area_growth_pct = 23.3
postLayoutCellArea_um2 = 14500
seqCellArea_um2 = 7690
top_register = "register"
reg_top3 = "register x256"
logic_area_um2 = 3820
n_fill_cell = 3387
layout.cells.most_common_list = "sky130_fd_sc_hd__edfxtp_1 (256), sky130_fd_sc_hd__mux4_2 (102), sky130_fd_sc_hd__a22oi_1 (61)"
most_common_cell_after_layout_fill_and_taps_aside = "sky130_fd_sc_hd__edfxtp_1"

[routing]
dr.first_iter.drc_count = 326
detailroute.via_count = 6399
final_antenna_net_count = 0
drt_pass1_iterations = 5
drc = 0
viasPerCell = 5.29
total_length_of_routed_wires_mm = 29.8
diodes = 0
routed_wire_length_per_instance_um = 24.6

[pwr]
vdd.ir_drop.worst_mv = 0.451
leakage_uw = 0.00466
power_density_nw_per_um2 = 536

[clock_tree]
clock_sink_count = 256
cts_htree_levels = 1
largest_buffer_count_on_any_clock_path = 3
cts_tree = "built"
post_cts_hold_buffer_count = 0
path_clk_slew_ps = 60
cts_made_buffers = 26
cts.root.buffer_cell = "sky130_fd_sc_hd__clkbuf_16"

[final_timing]
hold_viol_final = 0
maxSlewHeadroom_pct = 61.9
finalClockPeriodUsage_pct = 97.5
worstMarginPinSlew_ps = 570
timing.final.setup_violations = 0
setup_tns_ps = 0
final.min_clock_period_ps = 2920
slew_viol_final = 0
max_freq_ghz = 0.342

[outcome]
run_status = "completed"

[min_path]
timing.hold.worst.class = "input port to flip-flop"
[final timing paths]
path / start / to / cells after the start
max: read_addr2[0] / read_port2[11] / 7
min: data_in[12] / register[13][12] / 1
[logic make-up (layout without fill, tap and decap cells)]
| kind of cell | count (synthesis) | count (layout) |
|---|---|---|
| flops | 256 | 256 |
| mux | 128 | 128 |
| buf+inv | 42 | 180 |
| simple gates | 63 | 63 |
| compound gates | 64 | 64 |
[timing repair]
item	CTS	global route
setup buffers	0	16
gates resized	0	12
setup endpoints to repair	0	24
[power breakdown]
| part | switching (uW) | internal (uW) |
|---|---|---|
| sequential | 26.1 | 4010 |
| combinational | 367 | 442 |
| clock | 1270 | 1630 |
| total | 1670 | 6090 |
[through the flow]
stage / hold WS (ps) / cells / total power, uW / worst slack [ps] / util, %
detailed placement: 1540 / 1144 / 4880 / 11.7 / 34.7
floorplan: 699 / 553 / 4500 / 345 / -
CTS: 983 / 1189 / 7770 / 8.27 / 36.7
finish: 995 / 1209 / 7760 / 75.7 / 37.4
global placement: 1530 / 1144 / 4880 / 29.2 / 34.7
global route: 1040 / 1209 / 8010 / -3.59 / 37.4
[metal layers]
metal	up-vias	share of wire, %
met5	-	0.20
met3	49	17
met4	2	1.9
met1	3187	35
met2	465	46
li1	2696	-
[Yosys cell counts]
cell	count
sky130_fd_sc_hd__nand3_1	1
sky130_fd_sc_hd__nand3b_1	2
sky130_fd_sc_hd__nor2b_1	4
sky130_fd_sc_hd__nand2b_1	2
sky130_fd_sc_hd__mux4_4	2
sky130_fd_sc_hd__dlygate4sd1_1	1
sky130_fd_sc_hd__buf_4	5
sky130_fd_sc_hd__dlymetal6s2s_1	1
sky130_fd_sc_hd__mux4_2	102
sky130_fd_sc_hd__buf_2	4
sky130_fd_sc_hd__buf_1	2
sky130_fd_sc_hd__mux4_1	24
sky130_fd_sc_hd__nor3_1	4
sky130_fd_sc_hd__clkbuf_1	14
sky130_fd_sc_hd__and2_1	2
sky130_fd_sc_hd__a22oi_1	64
sky130_fd_sc_hd__nor2_1	14
sky130_fd_sc_hd__clkbuf_4	2
sky130_fd_sc_hd__edfxtp_1	256
sky130_fd_sc_hd__or3b_2	1
sky130_fd_sc_hd__clkbuf_8	3
sky130_fd_sc_hd__nand2_1	33
sky130_fd_sc_hd__buf_6	10
[final cells by class]
type                            instances  share of cell area [%]
Clock buffer                           36                    4.91
Clock inverter                          9                   0.277
Multi-Input combinational cell        255                    26.4
Sequential cell                       256                    53.2
Tap cell                              518                    4.48
Timing Repair Buffer                  135                    10.8
Power is estimated from default activity; no workload was simulated.
