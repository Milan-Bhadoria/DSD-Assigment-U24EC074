$ cat flow/config.mk
export PLATFORM = sky130hd
export DESIGN_NAME = cba_32
export DESIGN_NICKNAME = cba_32
export VERILOG_FILES = /design/flow/design.v
export SDC_FILE = /design/flow/constraint.sdc
export NUM_CORES = 4
export LEC_CHECK = 1
export CORE_AREA = 10 10 111 111
export DIE_AREA = 0 0 121 121
$ cat flow/constraint.sdc
current_design cba_32

set clk_period 11.8
set clk_io_pct 0.2

create_clock -name clk0 -period $clk_period

set non_clock_inputs [all_inputs -no_clocks]
set_input_delay [expr $clk_period * $clk_io_pct] -clock clk0 $non_clock_inputs
set_output_delay [expr $clk_period * $clk_io_pct] -clock clk0 [all_outputs]
$ cat flow/design.v
module cba_32(
   input [31:0]a,b,
   input cin,
   output [31:0]s,
   output cout
);
wire [31:0]p;
assign p=a^b;
wire [2:0]c;
wire c8,c16,c24,c32;
wire [3:0]sel ;
genvar i;
generate
    for(i=0;i<4;i=i+1)begin
    assign sel[i] = p[8*i]&p[8*i+1]&p[8*i+2]&p[8*i+3]&p[8*i+4]&p[8*i+5]&p[8*i+6]&p[8*i+7];
    end
endgenerate
assign {c8,s[7:0]} = a[7:0]+b[7:0]+cin;
assign c[0] = sel[0] ? cin:c8;
assign {c16,s[15:8]} = a[15:8]+b[15:8]+c[0];
assign c[1] = sel[1] ? c[0]:c16;
assign {c24,s[23:16]} = a[23:16]+b[23:16]+c[1];
assign c[2] = sel[2] ? c[1]:c24;
assign {c32,s[31:24]} = a[31:24]+b[31:24]+c[2];
assign cout = sel[3] ? c[2]:c32;
endmodule
$ cat flow/run.sh
#!/bin/bash
# OpenROAD 26Q1-2900-gdf79404cd8, Yosys 0.63+post, stock flow scripts
make -C /OpenROAD-flow-scripts/flow DESIGN_CONFIG=/design/flow/config.mk WORK_HOME=/design/flow/orfs finish
==> GITHUB_STEP_SUMMARY <==
### Yosys + OpenROAD results

| Metric | Value |
|---|---|
| Status | `finished clean` |
| Final Cycle Share | `0.954` |
| Period minus WS final | `11260 ps` |
| Vias in the first global route | `1786` |
| Post-Syn Area | `1440 sq um` |
| Share of post-route cells with drive strength above 1 | `0.0407` |
| Post-synth seq share | `0` |
| Worst-margin pin slew | `307 ps` |
| CP endpoint kind | `primary output` |
| FF+latch count | `0` |
| Starting DRT DRC Count | `40` |
| RSZ-0062 raised after global routing | `no` |
| Layout area overhead | `82.5%` |
| ANT cells | `0` |
| Yosys stat area | `1440 sq um` |
| # IOs | `98` |
| CP dominant cell by count | `inv_1` |
| Total grt overflow | `0` |
| Clkbuf count | `0` |
| P_sw | `49.4 uW` |
| Vias per cell | `3.84` |
| Fin. Hold Viols | `0` |
| 1st-pass router iterations | `4` |
| Yosys warning tally | `0` |
| Die Area | `14600 sq um` |
| RePlAce Congestion | `0.797` |
| Data required, critical path | `9440 ps` |
| Cell type with the largest total area | `ha_1` |
| CP max stage delay | `490 ps` |
| Final WL | `5320 um` |
| Ys cells | `194` |
| Gate Area | `1340 sq um` |
| Global-route wire length before repair | `8670 um` |
| Floorplan core density | `0.146` |
| Seq pwr share | `0` |
| Final core utilization | `0.266` |
| DRC | `0` |
| DP Wirelength | `4940 um` |
| Drt wl/cell | `12.4 um` |
| Vias | `1645` |
| Core ar. | `9860 sq um` |
| Cell area leaders | `ha_1, fa_1, inv_1` |
| Vert. Die Dim | `121 um` |
| Port-buffer cells | `98` |
| Startpoint types | `input pin` |
| Register Area | `0 sq um` |
| Clock Power Share | `0` |
| Stage-log warning count | `36` |
| Int Pwr | `90.5 uW` |
| Hold_buf cts | `0` |
| Arrival time worst endpoint | `8900 ps` |
| Worst hold slack | `5790 ps` |
| Distinct cells, synth | `34` |
| Placed Cells | `426` |
| Critical path class | `input pin to primary output` |
| Max cap viols | `0` |
| Finished Layout Cells | `428` |
| Net Sw Frac | `0.353` |
| Worst VDD drop | `0.0235 mV` |
| P_leak | `1.12 nW` |
| Max-slew violation count | `0` |
| Fillers | `1032` |
| Antenna-violating nets left | `0` |
| Pin count of the biggest net entering global routing | `6` |
| Row count | `36` |
| Mean Syn Cell Area | `7.41 sq um` |
| Max-slew headroom | `0.794` |
| F_max | `0.0888 GHz` |
| Total track usage | `0.0717` |
| Final setup fails | `0` |
| Critical-path top delay cell | `clkdlybuf4s50_1` |
| Setup_tns | `0 ps` |
| Top-area cell type share of the netlist area | `0.279` |
| Crit-path max FO | `3` |
| Cells after Synth | `194` |
| Die W | `121 um` |
| Initial antenna violation count | `0` |
| Hold Crit Class | `input pin to primary output` |
| PD cells | `53.3 nW/um^2` |
| Combinational power share | `1.000` |
layout make-up:
class / count / area share
inverters: 30 / 0.0429
repair buffers: 101 / 0.382
multi-input cells: 164 / 0.511
well taps: 133 / 0.0634
through the flow:
stage,worst slack [ps],instance area (sq um),power [mW]
final,541,2620,0.140
after global routing,29.3,2620,0.157
after CTS,223,2590,0.141
after detailed placement,230,2590,0.140
after global placement,343,2590,0.140
after floorplan,1680,1440,0.0547
synth_stat cells:
cell	n
nand3_1	2
mux2i_1	1
or2_2	1
o21a_1	2
o21ai_1	1
nand4_1	6
o21ai_0	15
nor2_1	14
nor3_1	5
o31a_1	2
xor2_1	6
a211oi_1	2
o311a_1	1
a21oi_1	14
ha_1	32
nand3b_1	1
a21boi_0	3
a21oi_2	1
a21o_1	4
o22ai_1	1
nand2b_1	3
or3_1	3
and4_1	1
o31ai_2	1
nand2_1	8
nor2b_1	8
fa_1	8
a31oi_1	2
inv_1	30
nor3b_1	1
o21bai_1	1
xnor2_1	12
and2_4	1
o31ai_1	1
what timing repair did:
item                                    in CTS  in global routing
gates resized                                0                  5
endpoints found under the setup margin       0                  2
setup buffers                                0                  2
layout by cell type, fill, tap and decap left out, types with 2 or more instances in the layout:
cell / instances
a211oi_1: 2
a21boi_0: 3
a21o_1: 4
a21oi_1: 14
buf_4: 3
clkdlybuf4s50_1: 98
fa_1: 4
fa_2: 4
ha_1: 32
inv_1: 30
nand2_1: 8
nand2b_1: 3
nand3_1: 2
nand4_1: 6
nor2_1: 14
nor2b_1: 8
nor3_1: 5
o21a_1: 2
o21ai_0: 15
o31a_1: 2
or3_1: 3
xnor2_1: 12
xor2_1: 6
path summary, 6_finish.rpt:
check	startpoint	to	cells past startpoint
hold / removal	cin	s[0]	5
setup / recovery	a[0]	cout	35
power groups by stage:
stage / registers, mW / logic (mW) / clock network, mW
finish: 0 / 0.140 / 0
global route: 0 / 0.157 / 0
CTS: 0 / 0.141 / 0
worst max-delay path: cells and delay by family:
family | cells | cell delay [ps]
buf+inv | 7 | 1360
simple gates | 7 | 800
compound gates | 12 | 1500
fa+ha+maj | 8 | 2690
mux | 1 | 180
logic make-up (layout without fill, tap and decap cells):
group                      after synthesis  count (layout)  share of synthesized area
and+or+nand+nor                         54              54                      0.196
xor gates and xnor gates                18              18                      0.110
buffers and inverters                   30             131                     0.0783
muxes                                    1               1                    0.00696
AOI/OAI and AO/OA                       51              51                      0.219
adders and majority gates               40              40                      0.390
routing by layer:
metal / track usage / routed length (um) / share of wire / vias up
met5: 0 / 0 / 0 / -
met4: 0 / 0 / 0 / 0
met3: 0.0213 / 466 / 0.088 / 0
met2: 0.132 / 2660 / 0.50 / 46
met1: 0.0846 / 2190 / 0.41 / 724
li1: - / - / - / 875
Power is estimated from default activity; no workload was simulated.
